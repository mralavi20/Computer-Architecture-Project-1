==> design.v <==
`timescale 1ns/1ns
module controller(input run,rst,clk,dout, start, isdone, isempty,cout,queuedone, input [1:0] popedmove, output reg rststack,rstqueue,showmove,rstxy,ld,WR,RD,din,done,fail,pop,qshift,push,output reg[1:0] S);
    parameter [5:0] A=0,B=1,C=2,D=3,E=4,F=5,G=6,H=7,I=8,J=9,K=10,L=11,M=12,N=13,O=14,P=15,Q=16,R=17,T=18,U=19,V=20,C1=21,S1=22,R1 = 23, R2=24,R3=25,R4 = 26,R5=27,R6 = 28;
    reg [5:0] ns,ps;
    assign S = 2'b0;
    assign din = 1'b0;
    assign fail = 1'b0;
    assign done = 1'b0;
    assign rststack = 1'b0;
    assign rstqueue = 1'b0;
    assign showmove = 1'b0;
    always @(ps,start,isdone,cout,dout,popedmove,run,queuedone) begin
        ns = A;
        case (ps)
            A: ns = (start)?B:((run)?R1:A);
            B: ns = (start)?B:C;
            C: ns = (cout)?I:C1;
            C1: ns =(dout)?I:D;
            D: ns = E;
            E: ns = F;
            F: ns = (isdone)?S1:G;
            G: ns = (cout)?I:H;
            H: ns = (dout)?I:D;
            I: ns = (cout)?K:J;
            J: ns = (dout)?K:D;
            K: ns = (cout)?M:L;
            L: ns = (dout)?M:D;
            M: ns = (cout)?O:N;
            N: ns = (dout)?O:D;
            O: ns = (isempty)?T:P;
            P: ns = Q;
            Q: ns = R;
            R: ns = (popedmove[1])?(popedmove[0]?O:M):(popedmove[0]?K:I);
            S1: ns = A;
            R1: ns = (queuedone)?A:R2;
            R2: ns = R3;
            R3: ns = R4;
            R4: ns = (queuedone)?R5:R2;
            R5: ns= R6;
            R6: ns = A;
        endcase
    end
    always @(ps,start,isdone,cout,dout,popedmove,run,queuedone) begin
        rstxy = 1'b0;ld=1'b0;WR=1'b0;RD=1'b0;pop=1'b0;push=1'b0;rstqueue = 1'b0;rststack=1'b0;qshift = 1'b0;showmove = 1'b0;
        case(ps)
            B: begin
                rstxy = 1'b1;
                rststack = 1'b1;
                fail = 1'b0;
                done = 1'b0;
            end
            C: begin
                S = 2'b00;
            end
            C1: begin
                RD = 1'b1;
            end
            D: begin
                push = 1'b1;
                din = 1'b1;
                WR = 1'b1;
            end
            E: begin
                ld = 1'b1;
            end
            G:begin
                S = 2'b00;
            end
            H: begin
                RD = 1'b1;
            end
            I: begin
                S = 2'b01;
            end
            J: begin
                RD = 1'b1;
            end
            K: begin
                S = 2'b10;
            end
            L:begin
                RD = 1'b1;
            end
            M: begin
                S = 2'b11;
            end
            N:begin
                RD = 1'b1;
            end
            T:begin
                fail = 1'b1;
            end
            P:begin
                pop = 1'b1;
            end
            Q: begin
                ld = 1'b1;
                S = 3 - popedmove;
            end
            R:begin
                WR = 1'b1;
                din = 1'b0;
            end
            S1: begin
                done = 1'b1;
            end 
            R1: begin
                rstqueue = 1'b1;
            end
            R2: begin
                showmove = 1'b1;
            end
            R3: begin
                qshift = 1'b1;
            end
            R5:begin
                showmove = 1'b1;
            end
            R6:begin
                qshift = 1'b1;
            end
        endcase
    end
    always @(posedge clk,posedge rst) begin
        if (rst == 1'b1)
            ps <= A;
        else
            ps <= ns;
    end
endmodule
==> run.sh <==
#!/bin/bash
# OpenROAD 26Q1-2900-gdf79404cd8, Yosys 0.63+post, stock flow scripts
make -C /OpenROAD-flow-scripts/flow DESIGN_CONFIG=/design/flow/config.mk WORK_HOME=/design/flow/orfs finish
==> config.mk <==
export PLATFORM = sky130hd
export DESIGN_NAME = controller
export DESIGN_NICKNAME = controller
export VERILOG_FILES = /design/flow/design.v
export SDC_FILE = /design/flow/constraint.sdc
export NUM_CORES = 4
export LEC_CHECK = 1
export CORE_AREA = 10 10 88 88
export DIE_AREA = 0 0 98 98
==> constraint.sdc <==
current_design controller

set clk_period 1.9
set clk_io_pct 0.2

create_clock -name clk0 -period $clk_period [get_ports {clk}]

set non_clock_inputs [all_inputs -no_clocks]
set_input_delay [expr $clk_period * $clk_io_pct] -clock clk0 $non_clock_inputs
set_output_delay [expr $clk_period * $clk_io_pct] -clock clk0 [all_outputs]
==> run summary <==
State of the implementation.

- The yosys stat chip area is 973 um^2, for reference.
- The total congestion overflow is 0, for reference.
- The mapped netlist covers 973 um^2.
- The post-route worst hold slack is between 0.3 and 0.4 ns, for reference.
- The number of CTS-inserted buffers is 3, for reference.
- Per the CTS log, the root buffer master is clkbuf_8.
- The final timing report lists a hold violation count of 0.
- Dividing the detail-routed wire length by the instance count gives between 10 and 15 um.
- The maximum number of buffers from clock root to sink is 2, for reference.
- The number of setup buffers added after CTS is 0, for reference.
- Looking at the clock tree report, the H-tree level count equals 1.
- The total of cells resized after clock tree synthesis is 0, for reference.
- Multiplexer cells account for 0% of the synthesized area.
- At the end of routability-driven placement, the weighted congestion stood at 0.751.
- The worst endpoint data arrival time is about 1.4 ns, for reference.
- The simple-gate share of the synthesized area is roughly 15%, for reference.
- The launching element type of the critical path is a flop, for reference.
- Between clock sinks in the finished design, the worst skew comes to just under 0.005 ns.
- Looking at the worst setup and hold paths, the clock pins of their registers show a slew of approximately 0.090 ns.
- The flip-flop and latch count after synthesis is 27, for reference.
- Entering global routing, the biggest net connects 28 pins.
- The tree built by TritonCTS fans out to 27 sinks.
- The max-capacitance violation count is 0, for reference.
- The post-synthesis share of cell area spent on full adders, half adders and majority gates is 0%, for reference.
- The worst-case IR drop observed on VDD is around 0.24 mV.
- After routing the design area is between 1000 and 1500 um^2.
- Of the synthesized area, sequential elements account for between 60% and 70%.
- The worst hold path class is flop to flop, for reference.
- Counting distinct cell types in the post-synthesis netlist gives 22.
- The most used routing layer in global routing is met2, for reference.
- The post-CTS hold buffer count recorded in the log is 0.
- The number of antenna-violating nets in the routed design is 0, for reference.
- The buffer_ports step reported a buffer count of 17.
- Total power for the finished layout comes to roughly 1100 uW.
- More flip-flops sit in one register than any other, and that register is ps.
- In this run the vertical extent of the chip is ~98 um.
- The skew report gives the latency at the later pin of the worst-skew pair as around 0.26 ns.
- The register with the most flip-flops in the layout has 27 of them.
- The I/O pin count is 26, for reference.
- The total wirelength of the detailed-routed design is roughly 1.8 mm, for reference.
- On met1, the global router reports a usage of 5.04%.
- The layout summary lists the proportion of cells stronger than drive strength 1 as between 10% and 20%.
- The flow ran to the end, and the final reports show no timing, DRC or antenna violations.
- Summing over every cut layer, the via total after detailed routing is ~530.
- Endpoints with negative setup slack in the final report add up to 0.
- The wire length of the first global-routing pass is 3.10 mm, for reference.
- The first-pass iteration count of the detailed router is 2, for reference.
- The core utilization before placement is ~16%, for reference.
- In the routed layout, each cell is associated on average with a via count of 3.09.
- The DRC violation total left in the routed layout is recorded as 0.
- The diode insertion count for antenna repair is 0, for reference.
- The die is slightly below 100 um wide.
- The multi-input gate area in the final layout is around 250 um^2, for reference.
- The number of logged tool warnings is 25, for reference.
- The sequential cell area is about 680 um^2, for reference.
- The area growth from synthesis to layout is 29.2%, for reference.
- The global routing met2 resource utilization is between 6 and 7%, for reference.
- The number of antenna violations at the first check in global routing is 0, for reference.
- The largest registers in the layout are ps: 27 flops.
- Summed over all failing endpoints, the final setup total negative slack is 0 ns.
- The final critical path takes up between 90% and 100% of the cycle.
- The post-placement cell area is 1210 um^2.
- The cell count in the Yosys report is 76, for reference.
- Based on the critical path, the design can be clocked at up to approximately 560 MHz.
- Along the worst path, the maximum fanout reaches 2.
- The number of warning messages in the yosys log is 8, for reference.
- The floorplan has 28 rows.
- For this design the static power due to leakage is approximately 0.00059 uW.
- The power per cell area is about 850 nW/um^2, for reference.
- The total half-perimeter wirelength after legalization and detailed placement is between 1 and 1.5 mm, for reference.
- Summing the areas of all xor and xnor instances in the mapped netlist gives 0% of the synthesized area.
- TritonCTS built the clock tree.
- Synthesis produced a netlist whose cell count is 76.
- Counting the fill cells in the layout gives 619.
- The required time reported for the critical path endpoint is between 1.5 and 2 ns, for reference.
- The initial detailed-routing violation count is 22, for reference.
- STA classifies the critical path endpoint as a primary output.
- The minimum clock period is ~1.8 ns, for reference.
- The via count of the first global-routing pass is between 600 and 700, for reference.
- The area fraction in compound gates after synthesis is 8.10%, for reference.
- Global routing consumed, on the met3 layer, under 10% of the routing resources.
- Setup repair after global routing left no endpoint under its margin.
- The global router's overall resource usage is 3.97%, for reference.
- The synthesized area divided by synthesized cell count is ~13 um^2, for reference.
- Cells fill around a fifth of the core in the end.
- The max-slew violation total from the final report is 0, for reference.
- Per the OpenROAD floorplan log, the area of the core is 5920 um^2.
- In the setup report, the worst path falls into the class flop to primary output.
- After floorplanning, the die was sized to cover around 9600 um^2.
- Among the non-sequential cells, simple AND/OR/NAND/NOR gates take the most area.
## cells by family after synthesis
| group | count (synthesis) |
|---|---|
| DFF | 27 |
| and+or+nand+nor | 26 |
| AOI/OAI and AO/OA | 11 |
| buffers and inverters | 11 |
| other | 1 |
## final cells by class
cell class | instances | area share [%]
clock buffers | 3 | 3.28
clock inverters | 1 | 0.398
inverters | 3 | 0.896
multi-input cells | 45 | 20.0
flip-flops and latches | 27 | 53.8
well taps | 75 | 7.46
repair buffers | 18 | 14.1
## cells in the mapped netlist
master | count | area share [%]
o21a_1 | 1 | 0.77
and2_1 | 2 | 1.3
nand3b_1 | 1 | 0.77
nor3_1 | 1 | 0.51
buf_4 | 8 | 6.2
dfstp_2 | 1 | 2.7
a21oi_1 | 1 | 0.51
and2_2 | 1 | 0.77
o21ai_1 | 1 | 0.51
dfrtp_1 | 26 | 67
nor2_1 | 4 | 1.5
o311ai_0 | 1 | 0.90
nor2b_1 | 8 | 5.1
a2111oi_2 | 1 | 1.5
or2_2 | 3 | 1.9
inv_1 | 3 | 1.2
a22oi_1 | 3 | 2.3
nand2_1 | 4 | 1.5
conb_1 | 1 | 0.39
o21ai_0 | 3 | 1.5
nand3_1 | 1 | 0.51
nand2b_1 | 1 | 0.64
## power by group
group          total (uW)  switching (uW)  internal (uW)
Sequential            636            20.5            616
Combinational         118            42.0           76.4
Clock                 309             162            146
## through the flow
step	cells	setup WS, ns
4_1_cts	172	0.0990
2_1_floorplan	83	0.867
3_3_place_gp	168	0.404
5_1_grt	172	0.0544
6_report	172	0.127
3_5_place_dp	168	0.407
## cells in the final DEF (no fill, tap or decap), drive strengths merged
master         count
dfstp              1
a22oi              3
inv                3
nor3               1
a2111oi            1
o21a               1
buf                1
clkdlybuf4s50     17
clkinv             1
o21ai              4
and2               3
clkbuf             3
nand3              1
conb               8
dfrtp             26
nand2              4
nor2b              8
nand2b             1
nand3b             1
o311ai             1
a21oi              1
or2                3
nor2               4
## worst max-delay path: stages, from the launching register on
cell and delay, ns:
dfrtp_1 0.40, nor3_1 0.24, nand2_1 0.08, clkdlybuf4s50_1 0.41
## path summary, 6_finish.rpt
kind / start / endpoint / slack (ns) / depth (start not counted)
worst max register to register: ps[8] / ps[0] / 0.99 / 2
worst min-delay path: ps[3] / ps[17] / 0.35 / 0
min in group asynchronous: rst / ps[6] / 0.47 / 3
max in group asynchronous: rst / ps[0] / 1.13 / 3
worst min register to register: ps[3] / ps[17] / 0.35 / 0
worst max-delay path: ps[16] / RD / 0.13 / 3
## layer usage
layer  wire length (um)  up-vias
met5                  0        -
met4                  8        0
met3                123        2
met2                831       15
met1                861      245
li1                   -      270
Power figures rest on the tool's default switching activity, not on a simulated workload.
